`./constraint.sdc`:
```
current_design FF_EM

set clk_period 1.0
set clk_io_pct 0.2

create_clock -name clk0 -period $clk_period [get_ports {clk}]

set non_clock_inputs [all_inputs -no_clocks]
set_input_delay [expr $clk_period * $clk_io_pct] -clock clk0 $non_clock_inputs
set_output_delay [expr $clk_period * $clk_io_pct] -clock clk0 [all_outputs]
```
`./design.v`:
```
module FF_EM #(
    parameter DATA_WIDTH = 32,
    parameter WIDTH = 5
)(
    input logic clk,
    input logic RegWriteE,
    output logic RegWriteM,
    input logic [1:0] ResultSrcE,
    output logic [1:0] ResultSrcM,
    input logic MemWriteE,
    output logic MemWriteM,
    input logic [DATA_WIDTH-1:0] ALUResultE,
    output logic [DATA_WIDTH-1:0] ALUResultM,
    input logic [DATA_WIDTH-1:0] WriteDataE,
    output logic [DATA_WIDTH-1:0] WriteDataM,
    input logic [WIDTH-1:0] RdE,
    output logic [WIDTH-1:0] RdM,
    input logic [DATA_WIDTH-1:0] PCPlus4E,
    output logic [DATA_WIDTH-1:0] PCPlus4M,
    input logic [2:0] modeAddrE,
    output logic [2:0] modeAddrM,
    input logic MemReadE,
    output logic MemReadM
);
always_ff @(posedge clk) begin
    RegWriteM <= RegWriteE;
    ResultSrcM <= ResultSrcE;
    MemWriteM <= MemWriteE;
    ALUResultM <= ALUResultE;
    WriteDataM <= WriteDataE;
    RdM <= RdE;
    PCPlus4M <= PCPlus4E;
    modeAddrM <= modeAddrE;
    MemReadM <= MemReadE;
end
endmodule
```
`./config.mk`:
```
export PLATFORM = sky130hd
export DESIGN_NAME = FF_EM
export DESIGN_NICKNAME = FF_EM
export VERILOG_FILES = /design/flow/design.v
export SDC_FILE = /design/flow/constraint.sdc
export NUM_CORES = 4
export LEC_CHECK = 1
export CORE_UTILIZATION = 30
```
`./run.sh`:
```
#!/bin/bash
# OpenROAD 26Q1-2900-gdf79404cd8, Yosys 0.63+post, stock flow scripts
make -C /OpenROAD-flow-scripts/flow DESIGN_CONFIG=/design/flow/config.mk WORK_HOME=/design/flow/orfs finish
```
==> impl_metrics.env <==
# implementation run metrics
export IMPL_status="finished clean"
export IMPL_wire_per_inst_um=13.2
export IMPL_synth_adder_area_share=0
export IMPL_viasPerCell=3.60
export IMPL_fp_coreArea_um2=6910
export IMPL_drcViolationCount=0
export IMPL_cts_made_buffers=9
export IMPL_hold_buffers=0
export IMPL_xor_area_frac=0
export IMPL_mux_share=0
export IMPL_yosys_area_top_type="dfxtp_1"
export IMPL_n_antenna_cell=0
export IMPL_area_growth_pct=88.8
export IMPL_tightest_slew_ns=0.106
export IMPL_htree_levels=3
export IMPL_final_util=0.597
export IMPL_grt_pass1_wl_mm=7.98
export IMPL_logic_gate_count=0
export IMPL_dpl_hpwl_mm=4.61
export IMPL_die_h_um=87.3
export IMPL_drive_above_1_share=0.379
export IMPL_worst_setup_path_type="register to primary output"
export IMPL_path_buffers=1
export IMPL_worst_ep_arrival_time_ns=0.78
export IMPL_dieArea_um2=7620
export IMPL_finalSetupViolations=0
export IMPL_vias=1581
export IMPL_relSlewSlack=0.929
export IMPL_synth_cell_types=1
export IMPL_dr_first_iter_drc_count=19
export IMPL_fmax_mhz=1020
export IMPL_slowest_stage="dfxtp_1"
export IMPL_cts_root_buf="clkbuf_8"
export IMPL_maxCapViolations=0
export IMPL_place_inst=423
export IMPL_numSynthFlops=109
export IMPL_io_pins=219
export IMPL_period_used=0.982
export IMPL_hold_viol_final=0
export IMPL_postSynthAreaPerCell_um2=20.0
export IMPL_drt_pass1_iter_count=3
export IMPL_yosys_warnings=1
export IMPL_power_per_cell_area_nw_per_um2=1830
export IMPL_die_w_um=87.3
export IMPL_antenna_found_initial=0
export IMPL_yosysSeqAreaShare=1.00
export IMPL_slew_viol_final=0
export IMPL_wirelength_mm=5.81
export IMPL_cpPeakStageDelay_ns=0.32
export IMPL_cp_max_fo=1
export IMPL_routabilityCongestion=0.739
export IMPL_initCoreUtil=0.316
export IMPL_globalRoute_totalOverflow=0
export IMPL_place_area_um2=4480
export IMPL_syn_area_um2=2180
export IMPL_period_needed_ns=0.982
export IMPL_end_kind="primary output"
export IMPL_ys_cells=109
export IMPL_yosys_area_share_simple=0
export IMPL_top_cells_by_area="dfxtp_1 100%"
export IMPL_netlist_instances=109
export IMPL_top_area_frac=1.00
export IMPL_ys_area_um2=2180
export IMPL_io_buffers=218
export IMPL_rsz0062_at_grt="true"
export IMPL_path_clk_slew_ns=0.10
export IMPL_grt_max_degree=19
export IMPL_logic_area_um2=0
export IMPL_path_cells="buf_2"
export IMPL_critical_path_top_delay_family="flip-flops"
export IMPL_warning_count=28
export IMPL_ant_nets=0
export IMPL_cp_data_required_time_ns=0.80
export IMPL_num_rows=30
export IMPL_clkSinkCount=109
export IMPL_clock_path_buffers=2
export IMPL_ir_worst_vdd_uv=895
export IMPL_tritoncts="built"
export IMPL_grt_util_all_layers=0.148
export IMPL_grt_pass1_vias=1473
export IMPL_leakagePower_nw=1.86
export IMPL_finalNonFillerCells=439
export IMPL_hp_class="primary input to register"
export IMPL_crit_path_start_kind="register"
export IMPL_postLayoutCellArea_um2=4120
export IMPL_ys_sh_aoi=0
state kept, by name (all words and copies together), names as in the netlist:
name	flops
PCPlus4M	32
MemWriteM	1
RdM	5
ResultSrcM	2
MemReadM	1
WriteDataM	32
modeAddrM	3
RegWriteM	1
ALUResultM	32
final cells by class:
cell class            instances  area [µm²]
sequential                  109        2190
timing repair buffer        218        1640
clock inverter                7        51.3
clock buffer                  9         124
tap                          96         120
fill                        606        2790
cells in the final DEF (no fill, tap or decap):
cell type	Yosys	routed
clkdlybuf4s50_1	0	109
dfxtp_2	0	5
clkbuf_8	0	9
clkinv_4	0	2
clkinvlp_4	0	2
dfxtp_1	109	104
clkinv_2	0	2
buf_2	0	109
inv_6	0	1
what timing repair did:
action                                  CTS  global route
endpoints found under the setup margin  109            96
buffers inserted                          0             0
endpoints found under the hold margin     0             0
gates resized                           334             4
final timing paths:
| path | slack [ns] | endpoint | cells past startpoint | from |
|---|---|---|---|---|
| setup / recovery | 0.02 | WriteDataM[24] | 1 | WriteDataM[24] |
| hold / removal | 0.27 | WriteDataM[24] | 1 | WriteDataE[24] |
synth_stat cells:
cell     number
dfxtp_1     109
kinds of logic after synthesis:
group       after synthesis
flip-flops              109
report_power, final:
group | internal [mW] | switching [mW] | leakage (nW)
Combinational | 0.505 | 0.0832 | 0.855
Clock | 0.914 | 1.42 | 0.0856
Sequential | 4.57 | 0.0429 | 0.920
stage by stage:
stage / hold slack (ns) / worst slack, ns / power, mW / setup TNS (ns)
after floorplan: 0.228 / 0.538 / 4.66 / 0
after global placement: 0.649 / -0.0278 / 5.53 / -0.0278
after detailed placement: 0.652 / -0.0175 / 5.54 / -0.0175
after CTS: 0.251 / -0.00794 / 7.64 / -0.00859
after global routing: 0.241 / -0.0387 / 7.91 / -1.47
final: 0.270 / 0.0183 / 7.54 / 0
layer usage:
metal,part of all wire,global-route usage,vias up
li1,-,-,792
met1,0.36,0.180,667
met2,0.48,0.246,113
met3,0.14,0.0740,9
met4,0.014,0.0238,0
met5,0,0,-
Power and IR drop assume default switching activity.
