File: design/flow/config.mk
export PLATFORM = sky130hd
export DESIGN_NAME = FF_FD
export DESIGN_NICKNAME = FF_FD
export VERILOG_FILES = /design/flow/design.v
export SDC_FILE = /design/flow/constraint.sdc
export NUM_CORES = 4
export LEC_CHECK = 1
export CORE_UTILIZATION = 30
File: design/flow/constraint.sdc
current_design FF_FD

set clk_period 6.0
set clk_io_pct 0.2

create_clock -name clk0 -period $clk_period [get_ports {clk}]

set non_clock_inputs [all_inputs -no_clocks]
set_input_delay [expr $clk_period * $clk_io_pct] -clock clk0 $non_clock_inputs
set_output_delay [expr $clk_period * $clk_io_pct] -clock clk0 [all_outputs]
File: design/flow/design.v
module FF_FD #(
    parameter DATA_WIDTH = 32
)(
    input logic clk,
    input logic flush,
    input logic stall,
    input logic [DATA_WIDTH-1:0] RD,
    output logic [DATA_WIDTH-1:0] InstrD,
    input logic [DATA_WIDTH-1:0] PCF,
    output logic [DATA_WIDTH-1:0] PCD,
    input logic [DATA_WIDTH-1:0] PCPlus4F,
    output logic [DATA_WIDTH-1:0] PCPlus4D
);
always_ff @(posedge clk) begin
    if(flush)
        InstrD <= 32'h00007013;  
    else if (!stall) begin
        InstrD <= RD;
        PCD <= PCF;
        PCPlus4D <= PCPlus4F;
    end
end
endmodule
File: design/flow/run.sh
#!/bin/bash
# OpenROAD 26Q1-2900-gdf79404cd8, Yosys 0.63+post, stock flow scripts
make -C /OpenROAD-flow-scripts/flow DESIGN_CONFIG=/design/flow/config.mk WORK_HOME=/design/flow/orfs finish
==> results.ini <==
[grt]
grt_overflow_total = 0
grt_max_degree = 40
grt_pass1_wl_um = 11550
first_global_vias = 2102
number_of_antenna_violations_at_the_first_check_in_global_routing = 0
globalRouteTotalUtil_pct = 14.62

[floorplanning]
io-pin-count = 195
number_of_rows_in_the_core_area = 36
die_w_um = 103.7
floorplan.die.height_um = 103.7
fp_util_pct = 31.30
coreArea_sq_um = 9910
full_die_area_sq_um = 10750

[logic_synthesis]
numSynthFlops = 96
post_synth.cell_area_avg_sq_um = 18.35
synth_area_sq_um = 3102
synth.lib_cells_used.distinct = 13
synth.yosys.warnings = 1
synth-seq-area-share_pct = 82.61
yosys_cells = 169
ys_chip_area_sq_um = 3102
number_of_instances_in_the_synthesized_netlist = 169

[final_layout]
final_common_cell = sky130_fd_sc_hd__clkdlybuf4s50_1
final_cell_area_sq_um = 5389
layout-area-overhead-vs-synth_pct = 73.74
final_core_utilization_pct = 54.38
fraction_of_final_layout_cells_with_drive_strength_greater_than_1_pct = 5.362
layout_top_cells = sky130_fd_sc_hd__clkdlybuf4s50_1 (193), sky130_fd_sc_hd__edfxtp_1 (64), sky130_fd_sc_hd__dfxtp_1 (32)

[final_timing]
timing.final.crit_share_pct = 50.97
worst-slew-pin-transition_ns = 0.8625
worst_slew_margin_rel_pct = 42.36
hold_violations = 0
post-route-min-period_ns = 3.058
hold_slack_ns = 0.4765
grt_setup_unrepaired = no
achievable_clock_frequency_mhz = 327.0
finalSetupViolCount = 0
clock-skew-final_ns = 0
finalMaxSlewViolations = 0
fin_setup_tns_ns = 0

[power]
power.share.sequential_pct = 53.6
power.ir.vdd_worst_mv = 0.1344
pwr-share-comb_pct = 12.0
power.static_leakage_nw = 1.993
netSwitchingPower_w = 0.0002649
power.share.switching_pct = 18.59
p_clk_share_pct = 34.4
power.density_cell_area_nw_per_um2 = 264.5
cell_internal_pwr_w = 0.001161

[worst_hold_path]
holdPathEnd = InstrD[14]
hold_path_class = reg2reg
worstHoldStart = InstrD[14]
hold_depth = 1

[critical_path]
end_kind = flip-flop
reg2reg_setup_slack_ns = 5.28
critical_path.most_common_cell = sky130_fd_sc_hd__buf_4
reg2regPathDepth = 1
worstPathCellList = clkdlybuf4s50_1 -> buf_4 -> nor2_4 -> buf_4
cp_data_arrival_time_ns = 3.06
rr_endpoint = InstrD[12]
worstPathMaxFanout = 33
cp.required_ns = 6.00
critical-path-max-stage-delay_ns = 0.69
crit_slowest_cell = sky130_fd_sc_hd__nor2_4
start_kind = input port
reg2reg_from = InstrD[12]
critPathKind = in2reg

[detailed_routing]
vias_per_cell = 4.144
first_pass_detailed_route_iteration_total = 4
drc_errors = 0
dr_total_vias = 2097
route.antenna.remaining_nets = 0
num_antenna_cells = 0
detailedRoute.firstIterationViolations = 84
post_drt_wl_per_cell_um = 14.53
final_routed_wirelength_um = 7352

[job]
tally_of_openroad_warnings = 25
cap_violations = 0

[clocking]
clk_pin_slew_worst_paths_ns = 0.09
post_cts.resized_instances = 0
clock_path_buffers = 2
tritoncts.num_buffers = 9
cts_setup_buffers = 0
clk_root_buffer_cell = sky130_fd_sc_hd__clkbuf_8
tritoncts_clock_tree = done
ctsHoldBuffers = 0
tritoncts_num_sinks = 96
cts.htree.levels = 3
clock_latency_ns = 0.34

[placed_design]
detailedPlacementHpwl_um = 5309
dpl_cell_area_sq_um = 5150
port_buffers = 194
gp_congestion = 0.8054

[run_status]
run_status = finished, final reports clean

stage by stage:
step           setup slack [ns]  instances   power, W
3_3_place_gp              2.557        491  0.0009513
2_1_floorplan             1.341        169  0.0008053
4_1_cts                   2.933        506   0.001450
6_report                  2.942        506   0.001425
3_5_place_dp              2.542        491  0.0009521
5_1_grt                   2.843        506   0.001493
cell families after synthesis:
group | synth area share, %
AND-OR/OR-AND | 1.694
buffers and inverters | 2.743
flip-flops | 82.61
multiplexers | 8.390
AND/OR/NAND/NOR | 4.558
synthesized netlist by cell type:
| library cell | n | area, sq um |
|---|---|---|
| sky130_fd_sc_hd__buf_8 | 1 | 15.01 |
| sky130_fd_sc_hd__clkbuf_1 | 1 | 3.750 |
| sky130_fd_sc_hd__a211o_1 | 6 | 52.55 |
| sky130_fd_sc_hd__buf_2 | 2 | 10.01 |
| sky130_fd_sc_hd__edfxtp_1 | 64 | 1922 |
| sky130_fd_sc_hd__nor2_1 | 27 | 101.4 |
| sky130_fd_sc_hd__nor2b_1 | 4 | 25.02 |
| sky130_fd_sc_hd__and2b_1 | 2 | 15.01 |
| sky130_fd_sc_hd__buf_6 | 1 | 11.26 |
| sky130_fd_sc_hd__dfxtp_1 | 32 | 640.6 |
| sky130_fd_sc_hd__clkbuf_2 | 1 | 5.000 |
| sky130_fd_sc_hd__buf_12 | 2 | 40.04 |
| sky130_fd_sc_hd__mux2i_1 | 26 | 260.3 |
worst max-delay path, delay by kind of cell:
family        cells  cell delay [ns]
buf+inv           3             1.15
simple gates      1             0.69
worst max path at each step:
stage / cells past startpoint / end / slack [ns] / start
6_report: 4 / PCD[31] / 2.94 / flush
5_1_grt: 4 / PCD[17] / 2.84 / flush
4_1_cts: 4 / PCD[3] / 2.93 / flush
cell type report:
type | instances | area [sq um]
clock buffer | 9 | 123.9
multi-input combinational | 65 | 461.7
timing repair buffer | 197 | 1959
clock inverter | 6 | 115.1
sequential | 96 | 2562
fill | 810 | 4521
tap | 133 | 166.4
state kept, by name, summed over array words and instances, names as in the netlist:
name	count
PCPlus4D	32
InstrD	32
PCD	32
routing by layer:
metal | routed length, um | vias up | GRT usage (%)
li1 | - | 1016 | -
met1 | 2933 | 939 | 20.10
met2 | 3328 | 134 | 21.91
met3 | 1013 | 8 | 8.269
met4 | 77 | 0 | 1.837
met5 | 0 | - | 0
power by group through the flow:
stage / registers (W) / logic, W / clock network, W
final: 0.000764 / 0.000171 / 0.000490
after CTS: 0.000764 / 0.000174 / 0.000511
after global routing: 0.000769 / 0.000185 / 0.000539
No activity file was given, so power comes from the tool's default toggle rates.
