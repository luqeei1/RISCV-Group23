`./run.sh`:
```
#!/bin/bash
# OpenROAD 26Q1-2900-gdf79404cd8, Yosys 0.63+post, stock flow scripts
make -C /OpenROAD-flow-scripts/flow DESIGN_CONFIG=/design/flow/config.mk WORK_HOME=/design/flow/orfs finish
```
`./config.mk`:
```
export PLATFORM = sky130hd
export DESIGN_NAME = alu
export DESIGN_NICKNAME = alu
export VERILOG_FILES = /design/flow/design.v
export SDC_FILE = /design/flow/constraint.sdc
export NUM_CORES = 4
export LEC_CHECK = 1
export CORE_UTILIZATION = 30
```
`./constraint.sdc`:
```
current_design alu

set clk_period 15.4
set clk_io_pct 0.2

create_clock -name clk0 -period $clk_period

set non_clock_inputs [all_inputs -no_clocks]
set_input_delay [expr $clk_period * $clk_io_pct] -clock clk0 $non_clock_inputs
set_output_delay [expr $clk_period * $clk_io_pct] -clock clk0 [all_outputs]
```
`./design.v`:
```
module alu #(
    parameter CONTROL_WIDTH = 4,
    parameter DATA_WIDTH = 32
) (
    input logic     [DATA_WIDTH-1:0]   SrcA,
    input logic     [DATA_WIDTH-1:0]   SrcB,
    input logic     [CONTROL_WIDTH-1:0] ALUctrl,
    output logic    [DATA_WIDTH-1:0]   ALUResult,
    output logic                        ZeroE
);
    always_comb begin
        case (ALUctrl)
        4'b0000:    ALUResult = SrcA + SrcB;                                    
        4'b0001:    ALUResult = SrcA - SrcB;                                    
        4'b0010:    ALUResult = SrcA ^ SrcB;                                    
        4'b0011:    ALUResult = SrcA | SrcB;                                    
        4'b0100:    ALUResult = SrcA & SrcB;                                    
        4'b0101:    ALUResult = SrcA << SrcB[4:0];                              
        4'b0110:    ALUResult = SrcA >> SrcB[4:0];                              
        4'b0111:    ALUResult = $signed(SrcA) >>> SrcB[4:0];                    
        4'b1000:    ALUResult = $signed(SrcA) < $signed(SrcB) ? 1 : 0;          
        4'b1001:    ALUResult = SrcA < SrcB ? 1 : 0;                            
        default:    ALUResult = '0;
        endcase
    end
    always_comb begin
        case (ALUctrl)
        4'b1010:    ZeroE = (SrcA == SrcB);                          
        4'b1011:    ZeroE = (SrcA != SrcB);                          
        4'b1100:    ZeroE = ($signed(SrcA) < $signed(SrcB));         
        4'b1101:    ZeroE = ($signed(SrcA) >= $signed(SrcB));        
        4'b1110:    ZeroE = (SrcA < SrcB);                           
        4'b1111:    ZeroE = (SrcA >= SrcB);                          
        default:    ZeroE = 1'b0;
        endcase
    end
endmodule
```
==> flow_summary_export.csv <==
group,metric,value,unit
power,seqPwrFrac,0,%
sta,postLayoutSetupSlackWorst,4.539,ns
power,power,0.3682,mW
floorplan,die-width,174.0,µm
placed_design,postPlaceCellArea,10090,µm²
power,intPower,0.1445,mW
critical_path,critPathKind,"input pin to output pin",
power,ir_drop,0.02619,mV
placed_design,dp_slack,4.604,ns
synthesis,synth_area_leader_cell,"ha_1",
routing,vias,10509,
sta,slew_headroom,48.57,%
cts,cts_resized,0,
layout,design_area,10090,µm²
sta,holdWs,7.118,ns
floorplan,fp_util,30.69,%
placed_design,numPortBuffers,101,
synthesis,synth_warnings,1,
grt,first_global_vias,10028,
grt,grt_start_max_net_pins,67,
floorplan,dieArea,30290,µm²
critical_path,cp_max_fo,49,
routing,drtIter0Drc,1136,
routing,firstDrtPassIters,8,
sta,fmax,92.08,MHz
job,log.warning_count,98,
sta,hold_violations,0,
power,pwr-share-comb,100.0,%
grt,grt_pass1_wl,63690,µm
routing,num_antenna_cells,0,
power,power_density,36.50,nW/µm²
placed_design,place_congestion,1.017,
synthesis,yosysUniqueCellTypes,92,
power,p_sw,0.2237,mW
layout,drive_gt1_share,7.015,%
layout,nClkBuffers,0,
grt,antenna_found_initial,0,
synthesis,syn-cell-area,8880,µm²
sta,fin_crit,10.86,ns
synthesis,ys_cells,1319,
synthesis,syn_inst,1319,
floorplan,dieHeight,174.0,µm
routing,wl_per_cell,24.59,µm
critical_path,cp_data_arrival_time,7.78,ns
sta,setup_viol,0,
power,switching_share,60.75,%
layout,seq_cells,0,
cts,cts_hold_buf,0,
grt,grt.total_usage,28.10,%
power,pwr-share-clk,0,%
floorplan,core-area,28940,µm²
synthesis,syn_area_per_cell,6.732,µm²
job,max-cap-violations,0,
min_path,hold_path.class,"input pin to output pin",
synthesis,yosys.area.top_type_share,13.81,%
routing,postRouteAntennaNets,0,
routing,viasPerCell,6.096,
cts,cts_setup_buffers,0,
grt,grt-ovfl-total,0,
sta,drv_slew,0,
critical_path,startpoint_type,"input pin",
synthesis,ys_area,8880,µm²
outcome,status,"complete, no violations",
sta,setup_tns,0,ns
sta,worst_pin_slew,0.7687,ns
floorplan,ios,101,
synthesis,synth.area.top_cells,"ha_1 (14%), mux2i_1 (8.2%), nor2_1 (6.8%)",
placed_design,hpwlAfterDp,33750,µm
floorplan,fp-row-count,62,
power,p_leak,4.175,nW
routing,routed_wirelength,42400,µm
sta,rsz0062_at_grt,"false",
critical_path,crit_path_end_kind,"output pin",
layout,area_delta_synth_final,13.60,%
critical_path,crit_required,12.32,ns
routing,drc,0,
sta,finalClockPeriodUsage,70.52,%
layout,seq_area,0,µm²
synthesis,yosys.stat.seqShare,0,%
==> critical path, stage by stage <==
cell	delay, ns
clkdlybuf4s50_1	0.45
buf_4	0.43
inv_1	0.37
ha_1	0.51
nor2b_2	0.26
a211oi_1	0.10
nand3_1	0.14
a31oi_1	0.15
a221oi_1	0.44
o21ai_1	0.25
o41ai_2	0.72
nand4_1	0.17
o211ai_1	0.21
clkdlybuf4s50_1	0.48
==> final cells by class <==
type	count	area, µm²
Fill cell	3091	18850
Multi-Input combinational cell	1123	8100
Timing Repair Buffer	123	1154
Tap cell	384	480.5
Inverter	94	352.8
==> cell usage in the layout, fill, tap and decap left out, drive strengths merged, types with 22 or more instances in the layout <==
cell type,count
mux4,26
inv,92
nor3,25
buf,27
nand3,26
a21oi,112
clkdlybuf4s50,96
o211ai,27
nand2,109
a221oi,24
a211oi,22
mux2i,73
o21ai,111
nor2,163
ha,98
==> final timing paths <==
kind | start | to | slack (ns) | depth (start not counted)
min | ALUctrl[0] | ALUResult[27] | 7.12 | 4
max | SrcB[4] | ALUResult[31] | 4.54 | 14
==> routing by layer <==
| metal | vias to the layer above | wire, µm | global-route usage [%] |
|---|---|---|---|
| li1 | 4933 | - | - |
| met1 | 5001 | 18220 | 39.86 |
| met2 | 518 | 18990 | 43.63 |
| met3 | 57 | 3490 | 4.122 |
| met4 | 0 | 1693 | 9.686 |
| met5 | - | 0 | 0 |
==> power groups by stage <==
stage / logic (mW) / registers, mW / clock network [mW]
6_report: 0.368 / 0 / 0
4_1_cts: 0.362 / 0 / 0
5_1_grt: 0.398 / 0 / 0
==> through the flow <==
stage / util (%) / instances
floorplan: - / 1319
global placement: 34.86 / 1724
detailed placement: 34.86 / 1724
CTS: 34.86 / 1724
global route: 34.86 / 1724
finish: 34.86 / 1724
==> Yosys cell counts, drive strengths merged, types with 10 or more instances <==
master	instances
o21ai	111
nand2b	13
a21oi	112
a211oi	22
or3	13
inv	92
a211o	12
mux4	26
buf	42
and3	10
nor2	163
clkbuf	60
o21a	12
o31ai	13
nor3	25
a21o	18
ha	98
mux2i	73
a221oi	24
nand2	109
nor2b	12
o21bai	20
o211ai	27
nand3	26
mux2	15
a31oi	13
xnor2	13
==> cell families (layout without fill, tap and decap cells) <==
family / Yosys count / in the layout / share of synthesized area, %
AOI/OAI and AO/OA: 472 / 472 / 36.44
and+or+nand+nor: 419 / 419 / 21.88
xor gates and xnor gates: 18 / 18 / 1.775
adders and majority gates: 100 / 100 / 14.26
buffers and inverters: 196 / 217 / 8.919
muxes: 114 / 114 / 16.73
Power is estimated from default activity; no workload was simulated.
