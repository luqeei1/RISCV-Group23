==> ./design.v <==
module FF_MW #(
    parameter DATA_WIDTH = 32,
    parameter WIDTH = 5
)(
    input logic clk,
    input logic RegWriteM,
    output logic RegWriteW,
    input logic [1:0] ResultSrcM,
    output logic [1:0] ResultSrcW,
    input logic [DATA_WIDTH-1:0] ALUResultM,
    output logic [DATA_WIDTH-1:0] ALUResultW,
    input logic [DATA_WIDTH-1:0] ReadDataM,
    output logic [DATA_WIDTH-1:0] ReadDataW,
    input logic [WIDTH-1:0] RdM,
    output logic [WIDTH-1:0] RdW,
    input logic [DATA_WIDTH-1:0] PCPlus4M,
    output logic [DATA_WIDTH-1:0] PCPlus4W
);
always_ff @(posedge clk) begin
    RegWriteW <= RegWriteM;
    ResultSrcW <= ResultSrcM;
    ALUResultW <= ALUResultM;
    ReadDataW <= ReadDataM;
    RdW <= RdM;
    PCPlus4W <= PCPlus4M;
end
endmodule
==> ./run.sh <==
#!/bin/bash
# OpenROAD 26Q1-2900-gdf79404cd8, Yosys 0.63+post, stock flow scripts
make -C /OpenROAD-flow-scripts/flow DESIGN_CONFIG=/design/flow/config.mk WORK_HOME=/design/flow/orfs finish
==> ./config.mk <==
export PLATFORM = sky130hd
export DESIGN_NAME = FF_MW
export DESIGN_NICKNAME = FF_MW
export VERILOG_FILES = /design/flow/design.v
export SDC_FILE = /design/flow/constraint.sdc
export NUM_CORES = 4
export LEC_CHECK = 1
export CORE_UTILIZATION = 30
==> ./constraint.sdc <==
current_design FF_MW

set clk_period 1.0
set clk_io_pct 0.2

create_clock -name clk0 -period $clk_period [get_ports {clk}]

set non_clock_inputs [all_inputs -no_clocks]
set_input_delay [expr $clk_period * $clk_io_pct] -clock clk0 $non_clock_inputs
set_output_delay [expr $clk_period * $clk_io_pct] -clock clk0 [all_outputs]
==> ci_impl_report.md <==
### Flow metrics

| Metric | Value |
|---|---|
| Status | `finished clean` |
| Synth Cell Area | `2080 um^2` |
| Post-CTS Setup Bufs | `0` |
| YS chip area | `2080 um^2` |
| EDFF count, synth | `0` |
| Final min period | `970 ps` |
| DR vias | `1523` |
| Layout fillers | `517` |
| PortBufs | `208` |
| Final Cell Area | `3970 um^2` |
| Delay-heaviest family, CP | `flip-flops` |
| Worst-path cell chain | `buf_2` |
| Layout area overhead | `90.4%` |
| Die Wd | `85.3 um` |
| Max-Cap Viols | `0` |
| CP required | `800 ps` |
| Util after Layout | `0.607` |
| Placed insts | `389` |
| Max VDD drop | `0.00127 V` |
| Hold-fix buffers, CTS | `0` |
| Crit. End Element | `output pin` |
| PD cells | `1940 nW/um^2` |
| Gate Area | `0 um^2` |
| Cells after synthesis | `104` |
| Async SR Flop Fraction | `0` |
| Ys flop type | `dfxtp_1` |
| Vias per cell | `3.77` |
| Dpl hpwl | `4570 um` |
| Gr usage total | `0.161` |
| Sequential area share after synthesis | `1.00` |
| CP Class | `register to output pin` |
| Slew Viols, Final | `0` |
| Largest net degree at the start of global routing | `17` |
| Syn. warnings | `1` |
| Largest stage delay, worst path | `320 ps` |
| Cell Type Count | `1` |
| Drt wl/cell | `14.1 um` |
| CP max stage cell | `dfxtp_2` |
| Non-Filler Instances | `404` |
| Final ANT Viol Nets | `0` |
| GPL Wtd Cong | `0.773` |
| TritonRoute pass-1 iters | `4` |
| Worst Path Max Fanout | `1` |
| CTS buffer count | `9` |
| CORE AREA | `6530 um^2` |
| Setup violations, final | `0` |
| Synth top cells by count | `dfxtp_1` |
| Post-CTS sizing | `329` |
| Initial antenna violation count | `0` |
| Hold Worst Slack | `282 ps` |
| FF+latch area | `2090 um^2` |
| First-pass GRT wire length | `8130 um` |
| Yosys cell count | `104` |
| Layout cells sized above 1 | `0.379` |
| Mean post-synth cell area | `20.0 um^2` |
| Core Rows | `29` |
| Worst setup endpoint | `ALUResultW[24]` |
| Fp_density | `0.319` |
| Dpl ws | `7.62 ps` |
| Initial DRC Count | `40` |
| Total power | `7.71 mW` |
| FMAX | `1030 MHz` |
| Synth Register Bits | `104` |
| Antenna cells | `0` |
| Cell count along the critical path | `1` |
| Log Warnings | `27` |
| Comb gates | `0` |
| GRT overflow | `0` |
| DR DRC count | `0` |
| Cell taking the most area after synthesis | `dfxtp_1` |
| Vias in the first global route | `1383` |
| Worst-Margin Slew | `107 ps` |
| Cell area leaders | `dfxtp_1` |
| CTS root buffer | `clkbuf_8` |
| Clk slew on worst S/H paths | `90 ps` |
| H-tree levels | `3` |
| Crit path DAT | `770 ps` |
| Die Height | `85.3 um` |
| Most frequent cell after synthesis | `dfxtp_1` |
| I/O pin total | `209` |
| Setup TNS | `0 ps` |
| Die area | `7280 um^2` |
| Crit start category | `register` |
| Hold Path Class | `input port to register` |
| RSZ-0062 raised after global routing | `true` |
| TritonCTS Sinks | `104` |
| Crit path from | `ALUResultW[24]$_DFF_P_` |
| Drt total wl | `5710 um` |
| Final Cycle Share | `0.970` |
| Final hold violation count | `0` |
| P_leak | `1.80 nW` |
| Top-area cell share | `1.00` |
| CP bufs+invs | `1` |
| DP Area | `4260 um^2` |
| CTS tree | `built` |
| Max Root-Sink Buffers | `2` |
| Slew margin rel. | `0.929` |
| Setup ws final | `30.4 ps` |
==> metal layers <==
layer  track usage  part of all wire  routed length, um  vias to the layer above
met5             0                 0                  0                        -
met4        0.0318             0.025                140                        0
met3        0.0839              0.14                775                       10
met2         0.281              0.50               2880                      120
met1         0.179              0.33               1910                      640
li1              -                 -                  -                      753
==> flip-flops by register name, indices dropped and copies added, names as in the netlist <==
register,cells
ALUResultW,32
PCPlus4W,32
RdW,5
ReadDataW,32
RegWriteW,1
ResultSrcW,2
==> where the power goes <==
group	switching (mW)	leakage, nW	internal [mW]
Clock	1.27	0.108	1.46
Combinational	0.0871	0.816	0.483
Sequential	0.0407	0.878	4.36
Total	1.40	1.80	6.31
==> cell type report <==
cell class,instances,share of cell area
flip-flops and latches,104,0.527
well taps,77,0.0243
clock buffers,10,0.0347
repair buffers,208,0.394
clock inverters,5,0.0205
==> logic make-up after synthesis <==
group,count (synthesis),share of synthesized area
flip-flops,104,1.00
==> worst min path at each step <==
| stage | startpoint | endpoint | slack [ps] | cells past startpoint |
|---|---|---|---|---|
| CTS | ResultSrcM[1] | ResultSrcW[1]$_DFF_P_ | 260 | 1 |
| global route | ALUResultM[11] | ALUResultW[11]$_DFF_P_ | 250 | 1 |
| finish | ResultSrcM[1] | ResultSrcW[1]$_DFF_P_ | 280 | 1 |
==> placed cells by master (no fill, tap or decap) <==
master and instances:
clkinv_2 1, dfxtp_2 5, clkbuf_8 10, dfxtp_1 99, clkinv_4 1, buf_2 104
clkinvlp_4 1, bufinv_16 2, clkdlybuf4s50_1 104
No activity file was given, so power comes from the tool's default toggle rates.
