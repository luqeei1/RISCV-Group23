## /design/flow/config.mk

```make
export PLATFORM = sky130hd
export DESIGN_NAME = regfile
export DESIGN_NICKNAME = regfile
export VERILOG_FILES = /design/flow/design.v
export SDC_FILE = /design/flow/constraint.sdc
export NUM_CORES = 4
export LEC_CHECK = 1
export CORE_AREA = 10 10 560 560
export DIE_AREA = 0 0 570 570
```

## /design/flow/constraint.sdc

```tcl
current_design regfile

set clk_period 7.2
set clk_io_pct 0.2

create_clock -name clk0 -period $clk_period [get_ports {clk}]

set non_clock_inputs [all_inputs -no_clocks]
set_input_delay [expr $clk_period * $clk_io_pct] -clock clk0 $non_clock_inputs
set_output_delay [expr $clk_period * $clk_io_pct] -clock clk0 [all_outputs]
```

## /design/flow/design.v

```verilog
module regfile #(
    parameter   ADDRESS_WIDTH = 5,
                DATA_WIDTH = 32
) (
    input logic clk,
    input logic [ADDRESS_WIDTH-1:0]  AD1,    
    input logic [ADDRESS_WIDTH-1:0]  AD2,    
    input logic [ADDRESS_WIDTH-1:0]  AD3,    
    input logic WE3,
    input logic [DATA_WIDTH-1:0]    WD3,  
    output logic [DATA_WIDTH-1:0]   RD1,
    output logic [DATA_WIDTH-1:0]   RD2,
    output logic [DATA_WIDTH-1:0]   a0,
    output logic [DATA_WIDTH-1:0]   a1, 
    output logic [DATA_WIDTH-1:0]       a2,
    output logic [DATA_WIDTH-1:0]       a3,
    output logic [DATA_WIDTH-1:0]       a4,
    output logic [DATA_WIDTH-1:0]       a5,
    output logic [DATA_WIDTH-1:0]       a6,
    output logic [DATA_WIDTH-1:0]       a7,
    output logic [DATA_WIDTH-1:0]       t0,
    output logic [DATA_WIDTH-1:0]       t1,
    output logic [DATA_WIDTH-1:0]       t2,
    output logic [DATA_WIDTH-1:0]       t3,
    output logic [DATA_WIDTH-1:0]       t4,
    output logic [DATA_WIDTH-1:0]       t5,
    output logic [DATA_WIDTH-1:0]       t6,
    output logic [DATA_WIDTH-1:0]       s0,
    output logic [DATA_WIDTH-1:0]       s1,
    output logic [DATA_WIDTH-1:0]       s2,
    output logic [DATA_WIDTH-1:0]       s3,
    output logic [DATA_WIDTH-1:0]       s4,
    output logic [DATA_WIDTH-1:0]       s5,
    output logic [DATA_WIDTH-1:0]       s6,
    output logic [DATA_WIDTH-1:0]       s7,
    output logic [DATA_WIDTH-1:0]       s8,
    output logic [DATA_WIDTH-1:0]       s9,
    output logic [DATA_WIDTH-1:0]       s10,
    output logic [DATA_WIDTH-1:0]       s11
);
logic [DATA_WIDTH-1:0] registerfile_array [2**ADDRESS_WIDTH-1:0];
always_ff @(negedge clk) begin
    if(WE3)
        registerfile_array[AD3] <= (AD3 == 5'b0) ? 32'b0 : WD3;
end
always_comb begin
    RD1 = registerfile_array[AD1];
    RD2 = registerfile_array[AD2];
    t0 = registerfile_array[5];
    t1 = registerfile_array[6];
    t2 = registerfile_array[7];
    s0 = registerfile_array[8];
    s1 = registerfile_array[9];
    a0 = registerfile_array[10];
    a1 = registerfile_array[11];
    a2 = registerfile_array[12];
    a3 =  registerfile_array[13];
    a4 =  registerfile_array[14];
    a5 =  registerfile_array[15];
    a6 =  registerfile_array[16];
    a7 =  registerfile_array[17];
    s2 =  registerfile_array[18];
    s3 =  registerfile_array[19];
    s4 =  registerfile_array[20];
    s5 =  registerfile_array[21];
    s6 =  registerfile_array[22];
    s7 =  registerfile_array[23];
    s8 =  registerfile_array[24];
    s9 =  registerfile_array[25];
    s10 =  registerfile_array[26];
    s11 =  registerfile_array[27];
    t3 =  registerfile_array[28];
    t4 =  registerfile_array[29];
    t5 =  registerfile_array[30];
    t6 = registerfile_array[31];
end
endmodule
```

## /design/flow/run.sh

```bash
#!/bin/bash
# OpenROAD 26Q1-2900-gdf79404cd8, Yosys 0.63+post, stock flow scripts
make -C /OpenROAD-flow-scripts/flow DESIGN_CONFIG=/design/flow/config.mk WORK_HOME=/design/flow/orfs finish
```

==> results_dict.tcl <==
# metrics dict for downstream scripts
set metrics [dict create \
    port_buffers 976 \
    failed_checks "negative setup slack" \
    overflow 0 \
    syn2layout_area_growth_pct 58.0 \
    power.switching_fraction_pct 30.4 \
    post_synth_most_frequent_cells "1024 x sky130_fd_sc_hd__edfxtp_1, 1024 x sky130_fd_sc_hd__mux2i_1, 195 x sky130_fd_sc_hd__nand2_1" \
    p_seq_share_pct 37.6 \
    synth_area_um2 49000 \
    yosys_chip_area_um2 49000 \
    grt_pass1_wl_um 422000 \
    h_tree_depth_reported_by_cts 4 \
    synth_cells 3422 \
    detailed_placer_s_ending_hpwl_um 254000 \
    initial_utilization_pct 16.3 \
    cap_viol_max_count 0 \
    netSwitchingPower_w 0.00547 \
    largest_register_ffs 1024 \
    place_congestion 0.952 \
    post_dp_cell_area_um2 65900 \
    power.combinational.fraction_pct 10.2 \
    fin_cells 9816 \
    dp_worst_setup_slack_ps -139 \
    postSynth.topFlopCell "sky130_fd_sc_hd__edfxtp_1" \
    drtIter0Drc 3242 \
    regArea_um2 30700 \
    whs_endpoint "RD2[14]" \
    setup_repair_after_global_routing_missed_its_margin "true" \
    fin_ws_ps -231 \
    internal_power_w 0.0125 \
    drt_pre_antenna_iters 5 \
    num_io_pins 977 \
    worst_ep_arrival_time_ps 5990 \
    yosys_warnings 1 \
    drv_slew 0 \
    cp_max_fo 3 \
    status "finished with violations" \
    combinational_cell_area_excluding_buffers_and_inverters_um2 18700 \
    clock-sinks 1024 \
    worst_hold_path_type "in -> out" \
    total_die_size_um2 325000 \
    power.static_leakage_nw 32.2 \
    dr_total_vias 42536 \
    ant_nets 0 \
    setup-violations-final 60 \
    netlist-cell-type-count 24 \
    synth_area_leader_cell "sky130_fd_sc_hd__edfxtp_1" \
    synthTopCellsByArea "sky130_fd_sc_hd__edfxtp_1 63%, sky130_fd_sc_hd__mux2i_1 21%, sky130_fd_sc_hd__a22oi_1 2.9%" \
    synth_largest_type_area_fraction_pct 62.8 \
    tightestPinTransition_ps 1080 \
    ctsLongestPathBuffers 4 \
    grt_pass1_vias 44965 \
    clkTransAtPathRegs_ps 40 \
    drc 0 \
    routedWlPerCell_um 33.7 \
    max_vdd_drop_mv 0.144 \
    ctsRootBufferMaster "sky130_fd_sc_hd__clkbuf_16" \
    ys_seq_elements 1024 \
    antenna_found_initial 29 \
    final_design_area_no_fill_um2 77400 \
    die_y_um 570 \
    placed_cells 8377 \
    ys_cells 3422 \
    worst-setup-path-type "reg -> out" \
    max_flop_register "registerfile_array" \
    warning_count 1030 \
    fillers 30498 \
    num_rows 201 \
    tritoncts "yes" \
    die_width_um 570 \
    hold_depth 7 \
    worstSetupEndpointType "primary output" \
    routed_wl_um 331000 \
    synth-edff-count 1024 \
    post_drt_via_cell_ratio 4.33 \
    startpoint_type "flop" \
    grt_max_degree 75 \
    clockPowerShare_pct 52.1 \
    holdCritStartpoint "AD2[1]" \
    postSynthAreaPerCell_um2 14.3 \
    global_route.usage.total_pct 20.2 \
    drive_above_1_share_pct 17.1 \
    required_ps 5760 \
    layout_top_registers "registerfile_array (1024)" \
    relSlewSlack_pct 28.2 \
    fp.coreArea_um2 301000 \
    finalHoldViolations 0 \
    synth.yosys.seq_area_share_pct 62.8 \
    holdBufCountCts 0 \
    power.density_cell_area_nw_per_um2 232 \
    ys_async_sr_fraction_pct 0 \
    inserted_clock_buffers 138 \
]
-- power by group through the flow --
stage / Combinational [W] / Clock [W] / Sequential [W]
4_1_cts: 0.00181 / 0.00965 / 0.00676
5_1_grt: 0.00192 / 0.0104 / 0.00675
6_report: 0.00184 / 0.00937 / 0.00676
-- cell type report --
cell class | count | share of cell area [%]
Sequential cell | 1024 | 39.7
Clock inverter | 1115 | 6.35
Antenna cell | 21 | 0.0679
Tap cell | 3958 | 6.40
Clock buffer | 141 | 4.56
Multi-Input combinational cell | 2142 | 24.1
Timing Repair Buffer | 1415 | 18.8
-- timing repair --
item | in CTS | in global routing
gates resized | 494 | 91
cloned | 0 | 0
buffers inserted | 146 | 25
pin swaps | 140 | 75
endpoints found under the setup margin | 69 | 82
-- worst max-delay path, cell delays in order, from the launching register on --
cell	delay, ps
sky130_fd_sc_hd__edfxtp_1	460
sky130_fd_sc_hd__mux2i_1	220
sky130_fd_sc_hd__a22oi_2	140
sky130_fd_sc_hd__a31oi_4	470
sky130_fd_sc_hd__nand3_2	110
sky130_fd_sc_hd__buf_2	140
-- cell families after synthesis --
group | share of synthesized area [%]
buf+inv | 3.17
compound gates | 8.01
mux | 20.9
flops | 62.8
simple gates | 5.12
-- layout by cell type, fill, tap and decap left out, drive strengths merged --
master,instances
inv,1064
edfxtp,1024
mux2i,1024
clkdlybuf4s50,870
buf,519
nand2,195
nand3,194
a21oi,192
a22oi,192
clkbuf,142
a22o,128
nor3,64
a31oi,64
nor2,35
and2,34
bufinv,22
diode,21
clkinvlp,19
dlymetal6s2s,18
clkinv,10
dlygate4sd2,7
nand2b,5
nand3b,5
nor2b,4
or3b,3
or2,2
or3,1
-- worst max path at each step --
stage                     startpoint  endpoint  slack (ps)  cells past startpoint
6_report  registerfile_array[19][25]   RD1[25]        -230                      5
4_1_cts    registerfile_array[6][10]   RD2[10]        -280                      8
5_1_grt    registerfile_array[5][24]   RD2[24]        -370                      8
-- stage by stage --
stage               TNS (ps)  power, W  utilization (%)  hold WS, ps
finish                 -7270    0.0180             25.8         3870
global route          -15060    0.0191             25.7         3920
CTS                   -10820    0.0182             25.5         3890
detailed placement      -194   0.00939             21.9         3910
global placement        -337   0.00938             21.9         3930
floorplan             -57170   0.00837                -         3140
-- layer usage --
metal	wire length [um]	up-vias	GRT usage, %
met2	139000	3050	28.4
met1	105000	20615	19.9
met4	21600	16	11.0
li1	-	18212	-
met5	1360	-	1.60
met3	63100	643	17.7
Power and IR drop assume default switching activity.
