`flow/run.sh`:
```
#!/bin/bash
# OpenROAD 26Q1-2900-gdf79404cd8, Yosys 0.63+post, stock flow scripts
make -C /OpenROAD-flow-scripts/flow DESIGN_CONFIG=/design/flow/config.mk WORK_HOME=/design/flow/orfs finish
```
`flow/config.mk`:
```
export PLATFORM = sky130hd
export DESIGN_NAME = FF_DE
export DESIGN_NICKNAME = FF_DE
export VERILOG_FILES = /design/flow/design.v
export SDC_FILE = /design/flow/constraint.sdc
export NUM_CORES = 4
export LEC_CHECK = 1
export CORE_AREA = 10 10 230 230
export DIE_AREA = 0 0 240 240
```
`flow/constraint.sdc`:
```
current_design FF_DE

set clk_period 1.0
set clk_io_pct 0.2

create_clock -name clk0 -period $clk_period [get_ports {clk}]

set non_clock_inputs [all_inputs -no_clocks]
set_input_delay [expr $clk_period * $clk_io_pct] -clock clk0 $non_clock_inputs
set_output_delay [expr $clk_period * $clk_io_pct] -clock clk0 [all_outputs]
```
`flow/design.v`:
```
module FF_DE #(
    parameter DATA_WIDTH = 32,
    parameter WIDTH = 5
)(
    input logic clk,
    input logic flushBranch,
    input logic MemReadD,
    output logic MemReadE,
    input logic RegWriteD,
    output logic RegWriteE,
    input logic [1:0] ResultSrcD,
    output logic [1:0] ResultSrcE,
    input logic MemWriteD,
    output logic MemWriteE,
    input logic JumpD, 
    output logic JumpE,
    input logic BranchD,
    output logic BranchE,
    input logic JALRD,
    output logic JALRE,
    input logic [3:0] ALUControlD,
    output logic [3:0] ALUControlE,
    input logic ALUSrcD,
    output logic ALUSrcE,
    input logic [DATA_WIDTH-1:0] RD1,
    output logic [DATA_WIDTH-1:0] RD1E,
    input logic [DATA_WIDTH-1:0] RD2,
    output logic [DATA_WIDTH-1:0] RD2E,
    input logic [DATA_WIDTH-1:0] PCD,
    output logic [DATA_WIDTH-1:0] PCE,
    input logic [WIDTH-1:0] Rs1D,
    output logic [WIDTH-1:0] Rs1E,
    input logic [WIDTH-1:0] Rs2D,
    output logic [WIDTH-1:0] Rs2E,
    input logic [WIDTH-1:0] RdD,
    output logic [WIDTH-1:0] RdE,
    input logic [DATA_WIDTH-1:0] ExtImmD,
    output logic [DATA_WIDTH-1:0] ExtImmE,
    input logic [DATA_WIDTH-1:0] PCPlus4D,
    output logic [DATA_WIDTH-1:0] PCPlus4E,
    input logic [2:0] modeAddrD,
    output logic [2:0] modeAddrE
);
always_ff @(posedge clk) begin
    if(flushBranch) begin
        JumpE <= 0;
        BranchE <= 0;
        JALRE <= 0;
        RegWriteE <= 0;
        MemWriteE <= 0;
    end else begin
        JumpE <= JumpD;
        BranchE <= BranchD;
        JALRE <= JALRD;
        RegWriteE <= RegWriteD;
        MemWriteE <= MemWriteD;
        MemReadE <= MemReadD;
        ResultSrcE <= ResultSrcD;
        ALUControlE <= ALUControlD;
        ALUSrcE <= ALUSrcD;
        RD1E <= RD1;
        RD2E <= RD2;
        PCE <= PCD;
        Rs1E <= Rs1D;
        Rs2E <= Rs2D;
        RdE <= RdD;
        ExtImmE <= ExtImmD;
        PCPlus4E <= PCPlus4D;
        modeAddrE <= modeAddrD;
    end
end
endmodule
```
==> impl_metrics.sql <==
-- load yosys + openroad results
INSERT INTO impl_metrics (metric_group, metric, value, unit) VALUES
('status', 'status', 'complete, but fails checks', ''),
('status', 'violations', 'setup timing', ''),
('die', 'fp_util', '0.120', ''),
('synth', 'average_cell_area_after_synthesis', '29.0', 'um^2'),
('clock_tree', 'root_buf_cell', 'clkbuf_16', ''),
('synth', 'netlist_top_cells_area', 'edfxtp_1 98%, dfxtp_1 1.7%, nor2b_1 0.55%', ''),
('layout', 'finalNonFillerCells', '1253', ''),
('die', 'ios', '384', ''),
('final_timing', 'max_freq', '0.808', 'GHz'),
('grt', 'grt_antenna_before_repair', '3', ''),
('synth', 'synthesized_chip_area_reported_by_yosys', '0.00572', 'mm^2'),
('pwr', 'p_clk_frac', '0.391', ''),
('grt', 'largest_net_degree_at_the_start_of_global_routing', '23', ''),
('drt', 'dr.first_iter.drc_count', '85', ''),
('layout', 'post_route_cells_drive_above_1_share', '0.397', ''),
('worst_setup_path', 'cpMaxStageDelayCell', 'edfxtp_1', ''),
('worst_setup_path', 'critical_path_arrival', '1040', 'ps'),
('clock_tree', 'ctsHoldBuffers', '0', ''),
('synth', 'muxShareOfSynthArea', '0', ''),
('final_timing', 'finalHoldWorstSlack', '115', 'ps'),
('synth', 'synth-seq-cells', '191', ''),
('worst_setup_path', 'crit_chain', 'buf_2', ''),
('worst_setup_path', 'path_max_fanout', '1', ''),
('drt', 'drt_pre_antenna_iters', '4', ''),
('final_timing', 'totalNegativeSetupSlack', '-29850', 'ps'),
('synth', 'synth_stat.cells', '197', ''),
('placement', 'finalWeightedCongestion', '0.817', ''),
('synth', 'synth.logic.top_family', 'simple AND/OR/NAND/NOR gates', ''),
('drt', 'detailed_route_vias_per_instance', '2.87', ''),
('final_timing', 'layout_min_cycle_time', '1240', 'ps'),
('layout', 'seq_area', '0.00569', 'mm^2'),
('grt', 'groute.usage.overall', '0.0671', ''),
('worst_setup_path', 'path_class', 'flop to output port', ''),
('grt', 'first_global_vias', '3943', ''),
('clock_tree', 'cts.reportedPaths.clkPinSlew', '70', 'ps'),
('clock_tree', 'cts_made_buffers', '17', ''),
('drt', 'remaining_drc_errors', '0', ''),
('placement', 'placement.setup.worst_slack', '-521', 'ps'),
('pwr', 'seq_power_share', '0.522', ''),
('final_timing', 'final-setup-viol-count', '191', ''),
('drt', 'antenna-diode-count', '0', ''),
('pwr', 'power_per_cell_area', '1790', 'mW/mm^2'),
('clock_tree', 'post_cts_setup_bufs', '0', ''),
('grt', 'global_route.usage.met2', '0.109', ''),
('clock_tree', 'cts.htree.levels', '4', ''),
('pwr', 'power_switching_share', '0.207', ''),
('clock_tree', 'cts.path.max_buffers', '2', ''),
('pwr', 'switchingPower', '3.81', 'mW'),
('drt', 'wl_per_cell', '16.0', 'um'),
('die', 'std_cell_rows', '80', ''),
('worst_setup_path', 'cp_num_buf_inv', '1', ''),
('die', 'die.size.x', '240', 'um'),
('hold_path', 'holdCritStartpoint', 'flushBranch', ''),
('final_timing', 'setup_ws', '-237', 'ps'),
('synth', 'yosys.area_share.adder', '0', ''),
('placement', 'hpwlAfterDp', '16500', 'um'),
('pwr', 'comb_power_share', '0.087', ''),
('pwr', 'internal-power', '14.6', 'mW'),
('synth', 'yosysTopAreaCell', 'edfxtp_1', ''),
('placement', 'dp.cells', '1221', ''),
('hold_path', 'worstHoldEndpoint', 'JumpE', ''),
('grt', 'grtUsageMet3', '0.0518', ''),
('clock_tree', 'post_cts.resized_instances', '652', ''),
('grt', 'globalRoute.busiestLayer', 'met2', ''),
('die', 'die_area', '0.0576', 'mm^2'),
('final_timing', 'final_min_period_over_clock_period', '1.24', ''),
('job', 'tool_warnings', '28', ''),
('synth', 'xor_share', '0', ''),
('final_timing', 'transition_time_at_the_pin_with_the_least_slew_margin', '243', 'ps'),
('worst_setup_path', 'worst_setup_end_kind', 'output port', ''),
('final_timing', 'grt_setup_unrepaired', 'true', '');
-- state kept, by name, indices dropped and copies added (netlist names), 2 cells and up --
register,flops
PCE,32
ALUControlE,4
RD1E,32
PCPlus4E,32
ExtImmE,32
RD2E,32
Rs1E,5
modeAddrE,3
ResultSrcE,2
Rs2E,5
RdE,5
-- cell families after synthesis --
| kind of cell | after synthesis |
|---|---|
| buffers and inverters | 1 |
| DFF | 191 |
| and+or+nand+nor | 5 |
-- synth_stat cells --
library cell / number
dfxtp_1: 5
edfxtp_1: 186
inv_1: 1
nor2b_1: 5
-- how the worst max path moves through the flow --
| stage | start | end | slack (ps) | depth (start not counted) |
|---|---|---|---|---|
| after CTS | RD2E[19] | RD2E[19] | -320 | 1 |
| after global routing | RD2E[19] | RD2E[19] | -320 | 1 |
| final | ExtImmE[28] | ExtImmE[28] | -240 | 1 |
-- metrics by stage --
step,area [um^2],util,total power [mW]
global route,10300,0.215,19.3
detailed placement,10600,0.221,12.1
global placement,10600,0.221,12.0
finish,10300,0.215,18.4
floorplan,5720,-,9.78
CTS,10300,0.215,18.8
-- layout by cell type (no fill, tap or decap) --
cell	instances
clkinv_8	2
dfxtp_2	3
bufinv_16	3
clkinv_2	1
clkbuf_16	17
clkinv_4	1
dfxtp_1	2
inv_6	4
clkdlybuf4s50_1	191
nor2b_1	5
clkinvlp_4	4
buf_12	6
buf_4	20
inv_8	1
buf_2	190
dlymetal6s2s_1	1
buf_6	1
edfxtp_1	186
-- cell type report --
| class | count | area share |
|---|---|---|
| sequential | 191 | 0.553 |
| timing repair buffer | 409 | 0.307 |
| tap | 615 | 0.0748 |
| clock buffer | 17 | 0.0414 |
| clock inverter | 15 | 0.0200 |
| multi-input combinational | 5 | 0.00304 |
| inverter | 1 | 0.000730 |
-- routing by layer --
metal	routed length [um]	part of all wire
met5	13	0.00065
met4	381	0.019
met3	3470	0.17
met2	9650	0.48
met1	6470	0.32
-- power by group through the flow --
stage	Combinational [mW]	Clock (mW)	Sequential [mW]
4_1_cts	1.67	7.51	9.62
5_1_grt	1.77	7.83	9.67
6_report	1.61	7.20	9.61
Power and IR drop assume default switching activity.
